==> design/flow/config.mk <==
export PLATFORM = sky130hd
export DESIGN_NAME = MEMORY
export DESIGN_NICKNAME = MEMORY
export VERILOG_FILES = /design/flow/design.v
export SDC_FILE = /design/flow/constraint.sdc
export NUM_CORES = 4
export LEC_CHECK = 1
export CORE_UTILIZATION = 40
==> design/flow/constraint.sdc <==
current_design MEMORY

set clk_period 2.9
set clk_io_pct 0.2

create_clock -name clk0 -period $clk_period [get_ports {clk}]

set non_clock_inputs [all_inputs -no_clocks]
set_input_delay [expr $clk_period * $clk_io_pct] -clock clk0 $non_clock_inputs
set_output_delay [expr $clk_period * $clk_io_pct] -clock clk0 [all_outputs]
==> design/flow/design.v <==
module MEMORY #(parameter WIDTH = 8)
    (input [31:0] Din,
    input [7:0] Addr,
    input rw,
    input Valid,
    input reset,
    input clk,
    output reg [31:0] Dout);
    integer pos;
    reg [31:0] Mem [0:(8'b1<<WIDTH)-1];
    always @(posedge clk, posedge reset) begin
        if(reset) begin
            for(pos = 0; pos < (8'b1<<WIDTH); pos = pos+1)
                Mem[pos] <= 32'h0;
            Dout <= 32'h0;
        end else begin
            if(Valid) begin
                if(rw) begin
                    Mem[Addr] <= Din;
                    Dout <= {32{1'bz}};
                end
                else
                    Dout <= Mem[Addr];
            end
            else
                    Dout <= {32{1'bz}};
        end
    end
endmodule
==> design/flow/run.sh <==
#!/bin/bash
# OpenROAD 26Q1-2900-gdf79404cd8, Yosys 0.63+post, stock flow scripts
make -C /OpenROAD-flow-scripts/flow DESIGN_CONFIG=/design/flow/config.mk WORK_HOME=/design/flow/orfs finish
==> flow_summary.json <==
{
  "outcome": "finished with violations",
  "failing_checks": "negative setup slack",
  "p_per_area_nw_per_um2": 558,
  "whs_path_depth": 2,
  "post_drt_wl_per_cell_um": 36.9,
  "ys_async_sr_fraction": 1.00,
  "min-delay-start": "Din[20]",
  "p_leak_nw": 218,
  "report.final.setup_viol": 31,
  "chipArea_um2": 914000,
  "globalRouteOverflowTotal": 0,
  "synthCells": 28000,
  "flop_cell": "sky130_fd_sc_hd__dfrtp_1",
  "hold_viol_final": 0,
  "cts_num_sinks": 8224,
  "gr-usage-all-layers": 0.357,
  "drcViolationCount": 0,
  "grt_pass1_vias": 267000,
  "finalWorstPathRequiredPeriod_ns": 3.71,
  "rows": 350,
  "worst_setup_path_start_kind": "primary input",
  "largest_cells_by_area": "sky130_fd_sc_hd__dfrtp_1, sky130_fd_sc_hd__mux2_2, sky130_fd_sc_hd__nand3_1",
  "slew-limit-headroom": 0.318,
  "ys_types": 73,
  "clockBufferDepth": 5,
  "common_cells": "sky130_fd_sc_hd__dfrtp_1, sky130_fd_sc_hd__mux2_2, sky130_fd_sc_hd__nand3_1",
  "cts-buffers-inserted": 881,
  "postLayoutCoreUtil": 0.492,
  "power_mw": 249,
  "ys_cells": 28000,
  "data_arrival_time_of_the_critical_path_ns": 4.76,
  "grt_pass1_wl_mm": 2180,
  "clock_insertion_delay_worst_skew_ns": 1.19,
  "drive_gt1_frac": 0.460,
  "syn2layout_area_growth_pct": 22.7,
  "mappedNetlistArea_um2": 364000,
  "totalWireLength_mm": 1570,
  "synth_largest_type_area_fraction": 0.565,
  "fp.dieH_um": 956,
  "regToRegStartpoint": "Mem[224][22]$_DFFE_PP0P_",
  "edf_count": 0,
  "stage_log_warnings": 53,
  "synthMostInstantiatedCell": "sky130_fd_sc_hd__dfrtp_1",
  "timing.critical_path.fanout_max": 7,
  "critical_path_required_ns": 3.95,
  "yosys.stat.seqShare": 0.565,
  "capturing_element_type_of_the_critical_path": "flip-flop",
  "maximum_vdd_drop_mv": 0.569,
  "numPortBuffers": 75,
  "hold_path_class": "in2reg",
  "hpwl_after_detailed_placement_mm": 1100,
  "yosys_warnings": 4,
  "slowest_delay_ns": 0.70,
  "number_of_iterations_in_the_first_detailed_routing_pass": 8,
  "clockRootBuffer": "sky130_fd_sc_hd__clkbuf_16",
  "grt_start_max_net_pins": 123,
  "critical_path.reg2reg.endpoint": "Dout[22]$_DFF_PP0_",
  "floorplan.core_area_um2": 908000,
  "floorplan.die.width_um": 956,
  "final_cell_area_um2": 447000,
  "postLayoutSetupSlackWorst_ns": -0.809,
  "reg2regPathDepth": 9,
  "drt.antenna.violating_nets": 0,
  "dpl-instance-area_um2": 410000,
  "unrepaired_setup_endpoints_after_global_routing": "true",
  "grt_antenna_before_repair": 124,
  "timing.setup.critical_path_class": "in2reg",
  "yosys.stat.chipArea_um2": 364000,
  "postSynthAreaPerCell_um2": 13.0,
  "cts_tree": "built",
  "ios": 76,
  "hold-path-endpoint": "Mem[201][20]$_DFFE_PP0P_",
  "via_total_after_detailed_routing": 264000,
  "timing.fmax_ghz": 0.270,
  "timing.critical_path.mode_cell": "sky130_fd_sc_hd__buf_12",
  "core_util_floorplan": 0.401,
  "tightestPinTransition_ns": 1.02,
  "post_drt_via_cell_ratio": 6.20,
  "crit_chain": "buf_16 > buf_12 > buf_12 > and4bb_4 > buf_4 > buf_12 > buf_16 > buf_12 > bufbuf_16 > buf_4 > nand3_1 > nand4_1 > nor4_4 > buf_12 > nand4_1 > buf_12 > nor4_4 > buf_4 > a31oi_1",
  "min_period_over_period": 1.28,
  "slew_limit_fails": 0,
  "synth_flops": 8224,
  "cts.clk_slew.worst_paths_ns": 0.06,
  "worst_setup_slack_for_register_to_register_paths_ns": -0.62,
  "htreeDepth": 6,
  "post_synthesis_cell_type_with_the_largest_combined_area": "sky130_fd_sc_hd__dfrtp_1",
  "drt-initial-drc-count": 21900,
  "worst_clock_skew_ns": 0.146,
  "maxCapViolations": 0,
  "slowest_stage": "sky130_fd_sc_hd__nor4_4",
  "finalWeightedCongestion": 1.04
}
==> metrics by stage <==
stage          setup slack [ns]  std cells  setup TNS, ns  hold WS (ns)
2_1_floorplan           -112.51      28000              -         0.456
3_3_place_gp              -3.12      40600       -3245.19         0.467
3_5_place_dp              -3.14      40600       -3301.01         0.472
4_1_cts                  -0.488      42400          -3.76       0.00243
5_1_grt                  -0.765      42500          -7.69        0.0141
6_report                 -0.809      42600          -9.01        0.0338
==> worst max-delay path: cells and delay by family <==
kind / cells / cell delay (ns)
buffers and inverters: 12 / 2.15
AND/OR/NAND/NOR: 6 / 1.89
AND-OR/OR-AND: 1 / 0.08
==> final cells by class <==
cell class | count | area, um2
sequential | 8224 | 206000
multi-input combinational | 16700 | 151000
tap | 12100 | 15200
clock buffer | 1368 | 26600
inverter | 5 | 22.5
clock inverter | 206 | 2660
timing repair buffer | 3728 | 45200
fill | 75800 | 461000
antenna | 186 | 465
==> layer usage <==
layer / part of all wire / global-route usage / vias up
li1: - / - / 108000
met1: 0.36 / 0.458 / 140000
met2: 0.41 / 0.479 / 12100
met3: 0.14 / 0.191 / 3517
met4: 0.086 / 0.233 / 74
met5: 0.00091 / 0.00171 / -
==> repair_timing <==
item | 4_1_cts | 5_1_grt
setup endpoints to repair | 62 | 36
pin swaps | 169 | 124
setup buffers | 170 | 33
gates cloned | 38 | 4
hold buffers | 12 | 0
gates resized | 601 | 275
hold endpoints to repair | 129 | 0
==> cells in the final DEF, fill, tap and decap left out, drive strengths merged, types with 130 or more instances in the layout <==
master / synthesis / final
clkbuf: 1701 / 1375
a2111oi: 179 / 179
mux2: 8192 / 8192
diode: 0 / 186
buf: 1360 / 3646
nand4: 810 / 810
and3: 540 / 540
nor2: 230 / 230
nand3: 2597 / 2597
nand2: 400 / 400
a21oi: 282 / 282
dfrtp: 8224 / 8224
nor4: 303 / 303
clkinv: 0 / 131
a32oi: 216 / 216
a222oi: 130 / 130
a22oi: 1723 / 1723
o22ai: 307 / 307
a22o: 219 / 219
==> cells by family after synthesis <==
| logic type | share of synthesized area |
|---|---|
| AND/OR/NAND/NOR | 0.0775 |
| flip-flops | 0.565 |
| buffers and inverters | 0.0344 |
| XOR/XNOR | 0.0000481 |
| multiplexers | 0.254 |
| AND-OR/OR-AND | 0.0691 |
==> state kept, by name, indices dropped and copies added (netlist names) <==
| signal | cells |
|---|---|
| Mem | 8192 |
| Dout | 32 |
==> how the worst max path moves through the flow <==
stage	startpoint	to	slack, ns	cells after the start
6_report	Addr[2]	Dout[24]$_DFF_PP0_	-0.81	19
4_1_cts	Mem[65][19]$_DFFE_PP0P_	Dout[19]$_DFF_PP0_	-0.49	9
5_1_grt	Addr[6]	Dout[22]$_DFF_PP0_	-0.76	16
==> power by group <==
| part | internal (mW) | total, mW | switching, mW |
|---|---|---|---|
| sequential | 118 | 120 | 1.84 |
| clock | 66.6 | 115 | 48.3 |
| combinational | 5.01 | 14.7 | 9.73 |
No activity file was given, so power comes from the tool's default toggle rates.
