`constraint.sdc`:
```
current_design M_ALU

set clk_period 17.2
set clk_io_pct 0.2

create_clock -name clk0 -period $clk_period

set non_clock_inputs [all_inputs -no_clocks]
set_input_delay [expr $clk_period * $clk_io_pct] -clock clk0 $non_clock_inputs
set_output_delay [expr $clk_period * $clk_io_pct] -clock clk0 [all_outputs]
```
`design.v`:
```
module M_ALU(
    input [7:0] A,
    input [7:0] B,
    input [3:0] SEL_TMP,
    output reg [7:0] ALU_OUT_TMP,
    output reg [3:0] FLAG_TMP
);
reg zf = 1'b0;
reg cf = 1'b0;
reg of = 1'b0;
reg uf = 1'b0;
reg [7:0] neg;
always @(*) begin
zf = 1'b0;
cf = 1'b0;
of = 1'b0;
uf = 1'b0;
    case(SEL_TMP)
        4'h0:
            {cf, ALU_OUT_TMP} = A + B;
        4'h1: begin
            if(A < B)
                uf = 1;
            neg = ~B + 1;
            ALU_OUT_TMP = A + neg;
            end
        4'h2: begin
            if(A > 8'hF && B > 8'hF)
                of = 1;
            ALU_OUT_TMP = A * B;
        end
        4'h3: begin
            if(A < B)
                uf = 1;
            ALU_OUT_TMP = A / B;
        end
        4'h4: begin
            {cf, ALU_OUT_TMP} = A << B;
        end
        4'h5: begin
            {ALU_OUT_TMP, cf} = A >> B;
        end
        4'h6:
            ALU_OUT_TMP = A & B;
        4'h7:
            ALU_OUT_TMP = A | B;
        4'h8:
            ALU_OUT_TMP = A ^ B;
        4'h9:
            ALU_OUT_TMP = A ~^ B;
        4'hA:
            ALU_OUT_TMP = A ~& B;
        4'hB:
            ALU_OUT_TMP = A ~| B;
        default: begin
            ALU_OUT_TMP = 8'h00;
            FLAG_TMP = 4'h0;
        end
    endcase
    if(ALU_OUT_TMP == 0 && SEL_TMP <= 4'hB)
        zf = 1;
    FLAG_TMP = {uf, of, cf, zf};
end
endmodule
```
`run.sh`:
```
#!/bin/bash
# OpenROAD 26Q1-2900-gdf79404cd8, Yosys 0.63+post, stock flow scripts
make -C /OpenROAD-flow-scripts/flow DESIGN_CONFIG=/design/flow/config.mk WORK_HOME=/design/flow/orfs finish
```
`config.mk`:
```
export PLATFORM = sky130hd
export DESIGN_NAME = M_ALU
export DESIGN_NICKNAME = M_ALU
export VERILOG_FILES = /design/flow/design.v
export SDC_FILE = /design/flow/constraint.sdc
export NUM_CORES = 4
export LEC_CHECK = 1
export CORE_UTILIZATION = 50
```
==> impl_metrics.json <==
{
  "status": "finished with violations",
  "violations": "setup timing",
  "leakagePower_nw": 2.983,
  "crit_path_frequent_cell": "ha_4",
  "yosys_cells": 618,
  "drc_errors": 0,
  "coreArea_um2": 8891,
  "pin_count": 32,
  "io_buffers": 32,
  "hpwl_um": 12380,
  "crit_path_top_delay_cell": "or4_4",
  "min_from": "A[7]",
  "ys_warn_count": 1,
  "vias": 5463,
  "rsz0062_at_grt": "true",
  "first_pass_iters": 5,
  "avgSynthCellArea_um2": 7.594,
  "cp-end-kind": "output pin",
  "final_layout_size_suffix_gt1_share_pct": 32.32,
  "synth.distinct_cells": 81,
  "ys_seq_share_pct": 0,
  "hold_class": "in2out",
  "vias_per_cell": 6.330,
  "ant_nets": 0,
  "max_stage_delay_ps": 520,
  "clock_buffers": 0,
  "antenna_cells": 0,
  "grt_pass1_vias": 5185,
  "whs_endpoint": "FLAG_TMP[3]",
  "min_delay_path_depth": 5,
  "instances_no_fill": 863,
  "grt_first_pass_wirelength_um": 27920,
  "ir_drop_mv": 0.03658,
  "gp_congestion": 1.028,
  "topCellsByArea": "ha_1, fa_1, nor2_1",
  "dp_cells": 815,
  "die_h_um": 98.89,
  "syn_inst": 618,
  "syn_area_um2": 4693,
  "start_kind": "input port",
  "design_area_um2": 6492,
  "top_cell": "ha_1",
  "fin_ws_ps": -0.7070,
  "top_area_cell": "ha_1",
  "fin_crit_sh_pct": 100.0,
  "num-fill-cells": 627,
  "antenna_found_initial": 0,
  "slew_headroom_pct": 33.44,
  "worst-setup-path-type": "in2out",
  "power_density_nw_per_um2": 42.61,
  "routedWlPerCell_um": 20.84,
  "common_cells": "ha_1, nor2_1, inv_1",
  "grt-ovfl-total": 0,
  "die_width_um": 98.89,
  "finalWirelength_um": 17990,
  "cp_data_arrival_time_ps": 13760,
  "fp_util_pct": 52.79,
  "tightestPinTransition_ps": 985.8,
  "grt_use_total_pct": 37.35,
  "synth_top_area_share_pct": 21.06,
  "hold_viol": 0,
  "drv_cap": 0,
  "seq_area_um2": 0,
  "syn_to_final_growth_pct": 38.34,
  "die_area_um2": 9778,
  "flop-count": 0,
  "slew_viol_final": 0,
  "critPathMaxFanout": 5,
  "rows": 34,
  "log.warning_count": 54,
  "final-setup-viol-count": 1,
  "ys_chip_area_um2": 4693,
  "drtIter0Drc": 451,
  "final_util_pct": 73.02,
  "worst_ep_required_time_ps": 13760,
  "fin_crit_ps": 17200,
  "grt_max_degree": 29,
  "place_area_um2": 5744,
  "dp_worst_setup_slack_ps": -821.2,
  "hold_slack_ps": 7930,
  "cts_hold_buf": 0,
  "max_freq_ghz": 0.05814
}
-- repair_timing --
item,4_1_cts,5_1_grt
setup endpoints to repair,2,2
setup buffers,35,13
pin swaps,41,37
gates resized,73,35
-- critical path: cells and delay by family --
family                     cells  cell delay [ps]
xor gates and xnor gates       1              180
and+or+nand+nor               17             3730
AOI/OAI and AO/OA             19             3480
adders and majority gates      7             1590
buffers and inverters          6              690
muxes                          2              640
-- kinds of logic (layout without fill, tap and decap cells) --
family	Yosys count	after routing	synth area share, %
AND/OR/NAND/NOR	212	212	24.13
AND-OR/OR-AND	149	149	22.90
adder cells (fa/ha/maj)	93	93	27.03
buffers and inverters	93	230	8.318
multiplexers	41	41	11.44
XOR/XNOR	30	30	6.185
-- power by group --
group	internal (mW)	total, mW	switching, mW
registers	0	0	0
logic	0.140	0.277	0.136
clock network	0	0	0
-- layout by cell type (no fill, tap or decap), types with 11 or more instances in the layout --
master	count
a21oi_1	20
nand2_1	40
o21ai_0	17
xnor2_1	19
inv_1	47
nor3_1	18
nor2_1	59
clkdlybuf4s50_1	21
mux2i_1	17
fa_1	14
ha_1	65
buf_4	139
ha_4	12
nand3_1	11
-- metal layers --
metal  wire length [um]  up-vias  track usage [%]
met5                  0        -                0
met4                603        0            10.10
met3               1688       52            7.504
met2               7507      281            55.19
met1               8190     2568            56.17
li1                   -     2562                -
-- worst max-delay path by stage --
| stage | startpoint | to | depth (start not counted) |
|---|---|---|---|
| CTS | B[5] | FLAG_TMP[0] | 48 |
| global route | B[7] | FLAG_TMP[0] | 52 |
| finish | B[7] | FLAG_TMP[0] | 52 |
-- stage by stage --
stage	power, mW	TNS [ps]
final	0.2767	-0.7070
after global routing	0.2999	-438.4
after CTS	0.2570	0
after detailed placement	0.2308	-1060
after floorplan	0.1482	0
after global placement	0.2284	-561.4
-- final cells by class --
cell class | count | area, um2 | share of cell area [%]
multi-input cells | 525 | 4717 | 72.65
well taps | 108 | 135.1 | 2.081
inverters | 52 | 203.9 | 3.141
repair buffers | 178 | 1436 | 22.12
No activity file was given, so power comes from the tool's default toggle rates.
